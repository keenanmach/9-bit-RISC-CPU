==> ./design.v <==
module rf(
  input             clk,
  input  [7:0]      di,					 
  input             we,				     
  input  [2:0]      ptr_w,				 
                    ptr_a,				 
			           ptr_b,
  output logic[7:0] do_a,                
                    do_b,
  output logic signed[7:0] bamt
  );
  logic  [7:0] core[8];				     
  always_ff @(posedge clk) if(we)		 
	core[ptr_w] <= di;
  always_comb do_a = core[ptr_a];		 
  always_comb do_b = core[ptr_b];        
  always_comb bamt = core[1]; 		     
endmodule
==> ./run.sh <==
#!/bin/bash
# OpenROAD 26Q1-2900-gdf79404cd8, Yosys 0.63+post, stock flow scripts
make -C /OpenROAD-flow-scripts/flow DESIGN_CONFIG=/design/flow/config.mk WORK_HOME=/design/flow/orfs finish
==> ./config.mk <==
export PLATFORM = sky130hd
export DESIGN_NAME = rf
export DESIGN_NICKNAME = rf
export VERILOG_FILES = /design/flow/design.v
export SDC_FILE = /design/flow/constraint.sdc
export NUM_CORES = 4
export LEC_CHECK = 1
export CORE_UTILIZATION = 40
==> ./constraint.sdc <==
current_design rf

set clk_period 1.8
set clk_io_pct 0.2

create_clock -name clk0 -period $clk_period [get_ports {clk}]

set non_clock_inputs [all_inputs -no_clocks]
set_input_delay [expr $clk_period * $clk_io_pct] -clock clk0 $non_clock_inputs
set_output_delay [expr $clk_period * $clk_io_pct] -clock clk0 [all_outputs]
==> impl_metrics.csv <==
group,metric,value,unit
outcome,outcome,"finished, violations left",
outcome,violations,"setup timing",
clocking,clock_sinks,64,
grt,grt_usage,18.9,%
yosys,top_logic_kind,"multiplexers",
clocking,clockRootBuffer,"clkbuf_8",
final_layout,syn_to_final_growth,36.1,%
detailed_routing,drt-initial-drc-count,58,
pwr,ir_drop,0.570,mV
pwr,clockPowerShare,36.0,%
worst_hold_path,hp-class,"in2reg",
setup_path,worstPathMaxFanout,2,
final_layout,layout-drive-gt1-share,56.7,%
sta,worst_slew_pin_slew,313,ps
yosys,synth_seq_share,62.4,%
die,die_h,89.7,um
sta,min_period,2080,ps
pwr,p_seq_share,50.4,%
die,core_area,7330,sq um
clocking,cts_hold_buf,0,
grt,grt_pass1_vias,1892,
yosys,xor_share,0,%
grt,grt_pass1_wl,10.1,mm
detailed_routing,ant_nets,0,
setup_path,path_class,"reg2out",
pwr,switching_power,0.000645,W
die,initCoreUtil,42.0,%
detailed_routing,wl_per_cell,20.0,um
pwr,powerDensity,811,nW/um^2
place,dp.final_hpwl,3.83,mm
yosys,ys_sh_simple,1.91,%
detailed_routing,drcViolationCount,0,
sta,hold_ws,761,ps
die,ioPinCount,43,
yosys,synthAdderAreaFrac,0,%
clocking,cts.path.max_buffers,2,
final_layout,final_common_cell,"edfxtp_1",
clocking,h-tree-depth,3,
pwr,p_int,0.00275,W
yosys,syn_avg_cell_area,22.8,sq um
yosys,mux_share,32.8,%
sta,setup_slack,-284,ps
sta,min_period_over_period,116,%
place,placed_area,3800,sq um
sta,rsz0062_at_grt,"yes",
final_layout,regMostFlops,"core",
yosys,ys_ff,64,
final_layout,largest_reg_flops,64,
flow_run,warnings,27,
place,gp_congestion,0.755,
place,dp_slack,-892,ps
detailed_routing,vias,1733,
yosys,netlist_instances,135,
pwr,p_leak,1.54,nW
clocking,tritoncts,"done",
die,row_count,31,
setup_path,cp_data_arrival_time,1720,ps
grt,antenna_found_initial,0,
sta,hold_viol,0,
pwr,netSwitchingFraction,19.0,%
die,die_w,89.7,um
grt,grt_max_degree,11,
yosys,post_synth_instance_area,3080,sq um
clocking,clk_pin_slew_worst_paths,60,ps
final_layout,fin_area,4190,sq um
setup_path,end_kind,"primary output",
sta,setup-violations-final,16,
sta,maxSlewHeadroom,79.1,%
final_layout,lay_top_cells,"edfxtp_1 (64), buf_4 (33), mux4_2 (32)",
yosys,yosys-stat-area,3080,sq um
flow_run,max-cap-violations,0,
setup_path,start_kind,"flip-flop",
detailed_routing,wirelength,6.60,mm
yosys,synth.yosys.warnings,1,
grt,grt_remaining_overflow,0,
pwr,combPwrFrac,13.6,%
place,dp_cells,291,
setup_path,required,1440,ps
yosys,synthAoiAreaFrac,0,%
sta,slew_violations,0,
final_layout,layout.cells.non_filler,330,
detailed_routing,firstDrtPassIters,6,
place,port_buffers,42,
detailed_routing,vias_per_cell,5.25,
detailed_routing,diodes,0,
yosys,ys_types,13,
yosys,ys_cells,135,
sta,clock.fmax,480,MHz
final_layout,largest_registers,"core (64)",
die,dieArea,8050,sq um
clocking,cts_buffers,9,
-- path summary, 6_finish.rpt --
check,depth (start not counted),startpoint,slack [ps],to
setup / recovery,4,core[1][0]$_DFFE_PP_,-280,do_b[0]
hold / removal,1,di[5],760,core[0][5]$_DFFE_PP_
-- power by group through the flow --
| stage | clock (W) | sequential [W] | combinational (W) |
|---|---|---|---|
| CTS | 0.00124 | 0.00171 | 0.000462 |
| global route | 0.00131 | 0.00172 | 0.000491 |
| finish | 0.00122 | 0.00171 | 0.000462 |
-- what timing repair did --
item                       4_1_cts  5_1_grt
hold endpoints to repair         0        0
setup endpoints to repair       16       17
gates resized                  124        3
setup buffers                   19        1
gates cloned                     4        0
-- cells in the mapped netlist --
cell type / count / share of area [%]
edfxtp_1: 64 / 62
nor2_1: 6 / 0.73
mux4_1: 29 / 25
mux4_2: 3 / 2.2
mux2_2: 16 / 5.9
buf_1: 2 / 0.24
nand2_1: 2 / 0.24
buf_12: 2 / 1.3
buf_2: 2 / 0.33
nand2b_1: 3 / 0.61
buf_6: 2 / 0.73
nor3_1: 2 / 0.33
clkbuf_1: 2 / 0.24
-- layer usage --
layer | global-route usage [%] | routed length (um) | vias to the layer above | share of wire [%]
met3 | 10.7 | 782 | 14 | 12
met4 | 3.83 | 129 | 0 | 2.0
met1 | 24.5 | 2370 | 862 | 36
li1 | - | - | 765 | -
met5 | 3.85 | 0 | - | 0
met2 | 29.3 | 3330 | 92 | 50
-- final cells by class --
cell class                      count  area (sq um)
Fill cell                         530          3140
Multi-Input combinational cell     61          1020
Clock buffer                        9           124
Clock inverter                      6          75.1
Timing Repair Buffer               91           923
Tap cell                           99           124
Sequential cell                    64          1920
-- per-stage QoR --
| step | setup TNS, ps | utilization, % | power (W) |
|---|---|---|---|
| CTS | -3600 | 56.8 | 0.00342 |
| floorplan | 0 | - | 0.00191 |
| global route | -4530 | 57.1 | 0.00352 |
| detailed placement | -13830 | 51.8 | 0.00213 |
| finish | -3500 | 57.1 | 0.00340 |
| global placement | -13820 | 51.8 | 0.00213 |
-- cell families after synthesis --
| logic type | Yosys count |
|---|---|
| buf+inv | 10 |
| mux | 48 |
| flops | 64 |
| simple gates | 13 |
-- worst max-delay path, cell delays in order, from the launching register on --
cell      delay [ps]
edfxtp_1         420
buf_6            140
mux4_2           440
mux2_4           290
buf_6            110
Power figures rest on the tool's default switching activity, not on a simulated workload.
