<file path="flow/run.sh">
#!/bin/bash
# OpenROAD 26Q1-2900-gdf79404cd8, Yosys 0.63+post, stock flow scripts
make -C /OpenROAD-flow-scripts/flow DESIGN_CONFIG=/design/flow/config.mk WORK_HOME=/design/flow/orfs finish
</file>
<file path="flow/config.mk">
export PLATFORM = sky130hd
export DESIGN_NAME = pc
export DESIGN_NICKNAME = pc
export VERILOG_FILES = /design/flow/design.v
export SDC_FILE = /design/flow/constraint.sdc
export NUM_CORES = 4
export LEC_CHECK = 1
export CORE_AREA = 10 10 74 74
export DIE_AREA = 0 0 84 84
</file>
<file path="flow/constraint.sdc">
current_design pc

set clk_period 1.6
set clk_io_pct 0.2

create_clock -name clk0 -period $clk_period [get_ports {clk}]

set non_clock_inputs [all_inputs -no_clocks]
set_input_delay [expr $clk_period * $clk_io_pct] -clock clk0 $non_clock_inputs
set_output_delay [expr $clk_period * $clk_io_pct] -clock clk0 [all_outputs]
</file>
<file path="flow/design.v">
import definitions::*;
module pc (
  input        [2:0] op, 		  
  input              z,		      
  input			[7:0]	rslt,
  input        [7:0] bamt,		  
  input              clk,	      
  input              reset,		  
  output logic [8:0] PC);		  
  always_ff @(posedge clk) 
    if(reset)					  
	  PC <= 'b0;
	else if (rslt && op==kBNE)                
	  PC <= bamt;
	else						  
	  PC <= PC + 'b1;			 
endmodule
</file>
==> flow_summary.yaml <==
# generated from flow reports
logic_synthesis:
  post_synth_fa_ha_maj_area_fraction_pct: 2.60
  mapped_cells: 52
  synth-edff-count: 0
  list_of_most_frequent_post_synthesis_cells: "dfxtp_1, nor2_1, xnor2_1, a211oi_1"
  yosys-top-cells-area: "dfxtp_1, xnor2_1, a211oi_1, nor2_1, a211oi_2"
  cell_type_with_the_largest_total_area: "dfxtp_1"
  muxShareOfSynthArea_pct: 2.08
  synthDominantCellAreaShare_pct: 37.5
  ys_chip_area_sq_um: 480
  yosys.cell_types.count: 20
  synth_seq_share_pct: 37.5
  synth_flops: 9
  synthesis.yosys.warnings: 4
  synth.logic.top_family: "simple AND/OR/NAND/NOR gates"
  xors_xnors_by_area_pct: 12.8
  synth.yosys.num_cells: 52
  synthAoiAreaFrac_pct: 14.8
  asyncSetResetFlopFracSynth_pct: 0
  post_synth_instance_area_sq_um: 480
  postSynthAreaPerCell_sq_um: 9.24
  synth-simple-area-share_pct: 20.6
  synth_top_flop_cell: "dfxtp_1"
grt:
  pin_count_of_the_biggest_net_entering_global_routing: 17
  grtUsageTotal_pct: 4.16
  antenna_found_initial: 0
  globalRouteOverflowTotal: 0
  grt_pass1_vias: 516
  grt_pass1_wl_mm: 2.42
detailed_routing:
  detail_route.first_pass.iterations: 4
  route.final.wire_length_mm: 1.45
  detail-route-antenna-nets: 0
  detail_route.iter0.violations: 14
  vias_per_cell: 3.59
  vias: 477
  diodes: 0
  route.detailed.drc: 0
  avgRoutedWirePerCell_um: 10.9
power:
  ir_worst_vdd_v: 0.000473
  power_per_cell_area_nw_per_um2: 750
  p_leak_nw: 0.305
die:
  die_area_sq_um: 7060
  num_rows: 23
  core_area_sq_um: 3970
  die_width_um: 84
  starting_density_of_the_core_pct: 12.1
  design.portCount: 31
  dieHeight_um: 84
cells_and_area:
  fin_cells: 133
  synthToLayoutAreaGrowth_pct: 81.0
  largest_register_ffs: 9
  fillCellCount: 438
  layout-drive-gt1-share_pct: 13.3
  regMostFlops: "PC"
  largest_registers: "PC: 9 flops"
final_timing:
  final_setup_viols: 0
  finalCritPeriodShare_pct: 93.3
  skew_ps: 0.394
  layout_min_cycle_time_ps: 1490
  grt_setup_unrepaired: "false"
  finalSetupTns_ps: 0
  maxClockFrequency_ghz: 0.670
  maxSlewViolCount: 0
  holdWs_ps: 548
  final_hold_viol_count: 0
  relSlewSlack_pct: 70.2
  max_slew.worst_pin.slew_ps: 446
cts:
  clock_tree.htree_level_count: 1
  tritoncts: "built"
  cts_max_path_buffers: 2
  cts_num_sinks: 9
  cts_hold_repair.buffers: 0
  cts.reportedPaths.clkPinSlew_ps: 40
  clk_latency_ps: 230
  cts_buffer_count: 3
  clk_root_buffer_cell: "clkbuf_8"
setup_path:
  timing.critical_path.to_type: "flop"
  start_kind: "input port"
  worst_ep_arrival_time_ps: 1630
  worstSetupPathType: "input port to flop"
  worstPathMaxFanout: 15
  worstPathRequired_ps: 1740
place:
  hpwl_mm: 1.20
  dp_cells: 128
  number_of_input_and_output_port_buffers_inserted: 28
  globalplace.congestion: 0.649
run:
  max-cap-violations: 0
  openroad.warnings: 27
status:
  run_status: "finished clean"
worst_hold_path:
  min-delay-path-class: "flop to flop"
==> stage by stage <==
step	worst slack (ps)	area, sq um	power (mW)	utilization, %
floorplan	362	480	0.310	-
global placement	-127	808	0.395	20.4
detailed placement	-128	808	0.396	20.4
CTS	104	853	0.656	21.5
global route	6.03	870	0.686	21.9
finish	106	870	0.652	21.9
==> report_power, final <==
part           internal (mW)  switching, mW  total, mW
clock                  0.173         0.0849      0.258
sequential             0.242         0.0197      0.262
combinational         0.0949         0.0375      0.132
==> kinds of logic after synthesis <==
logic type,count (synthesis)
and+or+nand+nor,20
DFF,9
AOI/OAI and AO/OA,8
xor gates and xnor gates,7
buffers and inverters,6
muxes,1
adders and majority gates,1
==> what timing repair did <==
action                                  4_1_cts  5_1_grt
endpoints found under the setup margin        0        4
buffers inserted                              0        1
hold endpoints to repair                      0        0
gates resized                                 0        2
==> path summary, 6_finish.rpt <==
kind,from,to,slack [ps],cells after the start
max,rslt[5],PC[5],110,6
min,PC[0],PC[0],550,1
max reg2reg,PC[0],PC[6],240,5
min reg2reg,PC[0],PC[0],550,1
==> layer usage <==
layer | vias to the layer above | track usage, % | wire length, um
met1 | 211 | 4.96 | 632
met4 | 0 | 0.152 | 7
li1 | 242 | - | -
met5 | - | 0 | 0
met2 | 22 | 5.92 | 600
met3 | 2 | 3.44 | 210
==> critical path, stage by stage <==
cell	delay, ps
clkdlybuf4s50_1	460
nor4_1	50
a211o_1	320
buf_12	160
buf_4	130
a211oi_1	190
==> cells in the final DEF, fill, tap and decap left out <==
master	count
xor2_1	1
nand2_1	1
a211o_1	1
a211oi_2	2
nand3_1	3
ha_1	1
dfxtp_1	9
nand4_1	1
nor3_1	1
nor2_2	2
a211oi_1	5
nor2_1	9
xnor2_1	6
inv_1	3
clkbuf_8	3
buf_4	1
clkbuf_1	1
mux2i_1	1
clkdlybuf4s50_1	27
dlymetal6s2s_1	1
nor4_1	1
nor3_2	1
buf_12	1
nor4_2	1
==> final cells by class <==
type	instances	area (sq um)	share of cell area [%]
timing repair buffer	30	310	35.7
multi-input combinational	37	260	29.9
sequential	9	180	20.7
tap	50	62.6	7.19
clock buffer	4	45.0	5.18
inverter	3	11.3	1.29
No activity file was given, so power comes from the tool's default toggle rates.
