==> config.mk <==
export PLATFORM = sky130hd
export DESIGN_NAME = data_mem
export DESIGN_NICKNAME = data_mem
export VERILOG_FILES = /design/flow/design.v
export SDC_FILE = /design/flow/constraint.sdc
export NUM_CORES = 4
export LEC_CHECK = 1
export CORE_UTILIZATION = 50
==> constraint.sdc <==
current_design data_mem

set clk_period 17.5
set clk_io_pct 0.2

create_clock -name clk0 -period $clk_period [get_ports {CLK}]

set non_clock_inputs [all_inputs -no_clocks]
set_input_delay [expr $clk_period * $clk_io_pct] -clock clk0 $non_clock_inputs
set_output_delay [expr $clk_period * $clk_io_pct] -clock clk0 [all_outputs]
==> design.v <==
module data_mem #(parameter AW=8)(
  input              CLK,                 
  input    [AW-1:0]  DataAddress,		  
  input              ReadMem,			  
  input              WriteMem,			  
  input       [7:0]  DataIn,			  
  output logic[7:0] DataOut);			  
  logic [7:0] my_memory [2**AW]; 		  
  always_comb							  
    if(ReadMem) begin
      DataOut = my_memory[DataAddress];
    end else 
      DataOut = 8'bZ;			          
  always_ff @ (posedge CLK)	              
    if(WriteMem) begin
      my_memory[DataAddress] <= DataIn;
    end
endmodule
==> run.sh <==
#!/bin/bash
# OpenROAD 26Q1-2900-gdf79404cd8, Yosys 0.63+post, stock flow scripts
make -C /OpenROAD-flow-scripts/flow DESIGN_CONFIG=/design/flow/config.mk WORK_HOME=/design/flow/orfs finish
==> run summary <==
status: finished clean
Root Driver: clkbuf_16
Async SR Flop Fraction: 0
synthesized area per cell: 22.1 sq um
Worst setup startpoint: DataAddress[0]
Final HPWL DP: 109,000 um
Cell Type Count: 21
Worst EP required: 14,000 ps
H-tree levels: 4
critical path class: input port to output port
drt pass-1 iters: 5
Max Cap Viol: 0
floorplan utilization: 0.506
final std cells w/o fill: 5,882
tool warnings: 36
YS chip area: 0.0783 sq mm
post-CTS resize count: 0
Logic area: 0.0158 sq mm
relative slew slack: 0.206
grt total ovfl: 0
RSZ-0062 raised after global routing: no
switching power: 2.04 mW
final worst slack: 4940 ps
CTS buffer count: 196
final setup TNS: 0 ps
die height: 398 um
floorplan row count: 144
post-synthesis instance total: 3,539
Synth Flop Type: edfxtp_1
DRC Markers: 0
Overall Global Routing Usage: 0.269
internal power: 7.99 mW
min cycle time layout: 12,560 ps
WL/cell: 31.3 um
via count of the first global-routing pass: 41,400
Lkg Pwr: 26.5 nW
Synth top cells by count: edfxtp_1, mux4_2, a22oi_1, nor2_1, clkbuf_1
hold_sp: DataIn[5]
IO Port Bufs: 25
synthesis-stage register bit count: 2,048
DR iter-0 viols: 2,152
Largest regs: my_memory: 2048 flops
worst slack at placement: 4760 ps
endpoints failing hold: 0
Final Setup Violations: 0
Slew @ Worst Pin: 1190 ps
CP Capture Point: DataOut[1]
worst hold path type: input port to flip-flop
share of layout cells above drive strength 1: 0.248
top cells by area: edfxtp_1, mux4_2, a22oi_1, nor2_1, a21oi_1
final WL: 184,000 um
Post-synth EDFFs: 2,048
f_max: 0.0796 GHz
DP Cell Count: 5,520
first-pass GRT wire length: 269,000 um
Vias: 36,600
TritonCTS sink count: 2,048
cell taking the most area after synthesis: edfxtp_1
Flop pwr share: 0.540
yosys warns: 2
Clock power frac: 0.415
Startpoint Class: input port
DIE WIDTH: 398 um
Hold Buf Count CTS: 0
most common cell in the netlist: edfxtp_1
Peak supply drop: 0.119 mV
CTS tree: yes
cycle use final: 0.718
DR vias/cell: 6.22
power per cell area: 114 mW/mm^2
largest reg by FF count: my_memory
Switching Share: 0.203
Area growth syn-to-layout: 11.9%
number of routed nets with antenna violations: 0
post-CTS setup buffers: 0
routability cong.: 0.866
Seq share, synth: 0.785
Mapped Area: 0.0783 sq mm
Reg area: 0.0615 sq mm
Critical Path AT: 9060 ps
Tot Pwr: 10.0 mW
area share of the largest cell type after synthesis: 0.785
CP Max Fanout: 48
initial antenna violation count: 4
largest net degree at the start of global routing: 133
core area: 0.155 sq mm
die footprint: 0.158 sq mm
combinational power share: 0.045
# Cells Yosys: 3,539
IO Pins: 27
CP Capture Type: output port
fillers: 10,800
max-slew violations: 0
clock-pin slew on the worst setup and hold paths: 60 ps
Longest Clk Path Bufs: 3
max reg flops: 2,048
-- power by group through the flow --
stage         clock (mW)  sequential (mW)  combinational [mW]
CTS                 4.24             5.41               0.456
global route        4.43             5.41               0.488
finish              4.16             5.41               0.450
-- cell families after synthesis --
family,share of synthesized area
mux,0.147
flops,0.785
buf+inv,0.0140
simple gates,0.0174
compound gates,0.0363
-- per-layer routing --
layer	routed length [um]	up-vias	GRT usage
met5	511	-	0.0218
met4	5740	21	0.0668
met1	57300	18500	0.336
met3	34900	316	0.227
met2	85500	2436	0.374
li1	-	15300	-
-- worst min-delay path by stage --
stage	to	slack [ps]	cells past startpoint
after CTS	my_memory[124][0]	3240	1
after global routing	my_memory[121][0]	3280	1
final	my_memory[124][5]	3260	1
-- layout by cell type (no fill, tap or decap), types with 22 or more instances in the layout --
master     instances
edfxtp_1        2048
mux4_2           512
a22oi_1          256
nor2_1           231
clkbuf_16        201
buf_4            139
a21oi_1          128
clkinv_1          41
clkbuf_1          38
clkinv_2          35
o41ai_1           32
nor3_1            30
nand2_1           28
bufinv_16         22
-- area by class of cell --
| cell class | instances | share of cell area |
|---|---|---|
| Antenna cell | 3 | 0.0000857 |
| Clock buffer | 239 | 0.0590 |
| Clock inverter | 120 | 0.0138 |
| Inverter | 1 | 0.0000428 |
| Multi-Input combinational cell | 1258 | 0.180 |
| Sequential cell | 2048 | 0.702 |
| Tap cell | 2044 | 0.0292 |
| Timing Repair Buffer | 169 | 0.0164 |
-- per-stage QoR --
step | hold slack [ps] | utilization | cell area [sq um]
after floorplan | 3600 | - | 78300
after global placement | 4090 | 0.525 | 81300
after detailed placement | 4110 | 0.525 | 81300
after CTS | 3240 | 0.566 | 87600
after global routing | 3280 | 0.566 | 87600
final | 3260 | 0.566 | 87600
-- critical path, stage by stage --
cell and delay [ps]:
buf_8 430, buf_4 640, buf_4 560, buf_4 700, mux4_2 600, a22oi_1 260
a21oi_1 170, o41ai_1 1020, buf_4 240, nand4_1 280, clkdlybuf4s50_1 540
Power figures rest on the tool's default switching activity, not on a simulated workload.
